`flow/design.v`:
```
module ALU (f, a, b, op);
	input [1:0] op;
	input [7:0] a, b;
	output reg [7:0] f;
	parameter ADD=2'b00, SUB=2'b01, MUL=2'b10, DIV=2'b11;
	always @ (*)
		case (op)
			ADD : f = a + b;
			SUB : f = a - b;
			MUL : f = a * b;
			DIV : f = a / b;
		endcase
endmodule
```
`flow/run.sh`:
```
#!/bin/bash
# OpenROAD 26Q1-2900-gdf79404cd8, Yosys 0.63+post, stock flow scripts
make -C /OpenROAD-flow-scripts/flow DESIGN_CONFIG=/design/flow/config.mk WORK_HOME=/design/flow/orfs finish
```
`flow/config.mk`:
```
export PLATFORM = sky130hd
export DESIGN_NAME = ALU
export DESIGN_NICKNAME = ALU
export VERILOG_FILES = /design/flow/design.v
export SDC_FILE = /design/flow/constraint.sdc
export NUM_CORES = 4
export LEC_CHECK = 1
export CORE_UTILIZATION = 40
```
`flow/constraint.sdc`:
```
current_design ALU

set clk_period 26.6
set clk_io_pct 0.2

create_clock -name clk0 -period $clk_period

set non_clock_inputs [all_inputs -no_clocks]
set_input_delay [expr $clk_period * $clk_io_pct] -clock clk0 $non_clock_inputs
set_output_delay [expr $clk_period * $clk_io_pct] -clock clk0 [all_outputs]
```
==> impl_metrics.ini <==
; synthesis and place-and-route metrics
[route]
drtIter0Drc = 101
firstDrtPassIters = 4
antenna-diode-count = 0
vias = 2870
drc = 0
wl_per_cell_um = 16.2
detail_route.wirelength_mm = 8.37
ant_nets = 0
vias_per_cell = 5.55

[floorplanning]
design.die.area_um2 = 8060
dieHeight_um = 89.8
rows = 31
floorplan.core_util_pct = 42.0
die_x_um = 89.8
boundaryPins = 26
core_area_um2 = 7330

[setup_path]
crit_family = AND-OR/OR-AND gates
crit_buf_inv = 2
startpoint = b[3]
end_kind = output port
worst_setup_path_start_kind = input pin
crit_type = in2out
cp.arrival_ps = 16810
cp_max_fo = 9
crit_top_cell = ha_1
crit_path_max_incr_delay_ps = 660
crit_required_ps = 21280
cp_slowest_cell = nor4_1

[pwr]
p_per_area_nw_per_um2 = 32.7
ir_drop_mv = 0.0103
p_int_uw = 54.9
clockPowerShare_pct = 0
swShare_pct = 50.9
switchingPower_uw = 56.8
power_frac_seq_pct = 0
leakage_uw = 0.00156
p_comb_share_pct = 100.0

[layout]
drive_above_1_share_pct = 5.74
comb_area_um2 = 2880
flops = 0
area_delta_synth_final_pct = 10.9
layout_top_cell = ha_1
fillers = 734
register_area_um2 = 0
clkbuf_count = 0
mostFrequentLayoutCells = ha_1, nor2_1, inv_1, nand2_1, xnor2_1

[global_routing]
grt_max_degree = 19
grt_pass1_vias = 2832
antenna_found_initial = 0
grt_remaining_overflow = 0
grt_pass1_wl_mm = 14.0
grt_usage_pct = 21.9

[sta]
setup_ws_ps = 4470
finalSetupViolations = 0
hold_violations = 0
timing.final.max_slew_violations = 0
period_used_pct = 83.2
tightestPinTransition_ps = 743
finalCriticalPeriod_ps = 22130
fmax_mhz = 45.2
rsz0062_at_grt = false
relSlewSlack_pct = 50.3
tns_ps = 0

[synthesis]
synthDistinctLibCells = 59
ys_seq_share_pct = 0
synth_warnings = 1
syn_area_per_cell_um2 = 7.62
synth_area_um2 = 3080
synthCells = 404
synth_chip_area_um2 = 3080
yosysCellCount = 404

[clock_network]
cts_resized = 0
holdBufCountCts = 0
post_cts_buffers = 0

[placement]
place_congestion = 0.945
port_buffers = 26
hpwlAfterDp_mm = 6.89
pre_cts_ws_ps = 4520

[worst_hold_path]
holdCritStartpoint = op[1]
hold_path_end = f[6]
min_path_cells = 4
hold_class = in2out

[job]
warning_count = 37
maxCapViolations = 0

[run_status]
status = complete, no violations
-- kinds of logic (layout without fill, tap and decap cells) --
logic type	Yosys count	after routing	synth area share [%]
compound gates	102	102	23.6
xor+xnor	37	37	11.4
fa+ha+maj	77	77	34.4
buf+inv	52	66	6.58
mux	14	14	4.91
simple gates	122	122	19.0
-- cell usage after synthesis, drive strengths merged (2+ instances only) --
cell,count,area (um^2)
o221ai,2,23.8
xor2,7,61.3
buf,4,22.5
a211oi,2,15.0
nand2,29,111
mux2i,5,50.1
o21a,13,97.6
o211ai,10,75.1
mux2,9,101
and2,5,31.3
nand3,6,30.0
a21o,7,52.6
clkbuf,9,33.8
nand2b,5,31.3
nor2b,4,25.0
o31ai,2,20.0
o21ai,19,98.8
a31oi,4,25.0
a21oi,21,105
a21boi,3,22.5
xnor3,2,45.0
nor3,13,70.1
o31a,2,17.5
or3,4,30.0
o22ai,3,18.8
ha,64,801
nor4,2,12.5
or2,2,12.5
nor2,45,169
fa,13,260
a41oi,3,26.3
inv,39,146
xnor2,28,245
-- how the worst max path moves through the flow --
stage	end	slack [ps]	depth (start not counted)
after CTS	f[0]	4500	40
after global routing	f[0]	3680	44
final	f[0]	4470	40
-- routing by layer --
metal | vias up | global-route usage (%) | share of wire (%)
li1 | 1475 | - | -
met1 | 1330 | 31.5 | 49
met2 | 57 | 37.2 | 46
met3 | 8 | 1.72 | 4.7
met4 | 0 | 2.46 | 0.71
met5 | - | 0 | 0
-- layout make-up --
| class | instances | share of cell area [%] |
|---|---|---|
| inverters | 39 | 4.29 |
| well taps | 99 | 3.63 |
| multi-input cells | 352 | 84.2 |
| repair buffers | 27 | 7.84 |
-- stage by stage --
step	util (%)	std cells	hold WS (ps)	instance area [um^2]	total power (uW)
floorplan	-	404	10770	3080	82.1
global placement	46.6	517	11990	3420	111
detailed placement	46.6	517	11990	3420	111
CTS	46.6	517	11990	3420	112
global route	46.6	517	12080	3420	126
finish	46.6	517	11980	3420	112
-- power groups by stage --
stage                 Combinational (uW)  Clock (uW)  Sequential, uW
after global routing                 126           0               0
final                                112           0               0
after CTS                            112           0               0
Power is estimated from default activity; no workload was simulated.
