<file path="flow/design.v">
module alu_exam (alu_reg, A, B, operation, en);
	input [2:0] operation; input [7:0] A, B;
	input en;
	output reg [7:0] alu_reg;
	assign alu_out = (en == 1) ? alu_reg : 4'bz;
	always @ (*)
		case (operation)
			3'b000 : alu_reg = A + B;
			3'b001 : alu_reg = A - B;
			3'b011 : alu_reg = ~A;
			default : alu_reg = 4'b0;
		endcase
endmodule
</file>
<file path="flow/run.sh">
#!/bin/bash
# OpenROAD 26Q1-2900-gdf79404cd8, Yosys 0.63+post, stock flow scripts
make -C /OpenROAD-flow-scripts/flow DESIGN_CONFIG=/design/flow/config.mk WORK_HOME=/design/flow/orfs finish
</file>
<file path="flow/config.mk">
export PLATFORM = sky130hd
export DESIGN_NAME = alu_exam
export DESIGN_NICKNAME = alu_exam
export VERILOG_FILES = /design/flow/design.v
export SDC_FILE = /design/flow/constraint.sdc
export NUM_CORES = 4
export LEC_CHECK = 1
export CORE_AREA = 10 10 72 72
export DIE_AREA = 0 0 82 82
</file>
<file path="flow/constraint.sdc">
current_design alu_exam

set clk_period 6.2
set clk_io_pct 0.2

create_clock -name clk0 -period $clk_period

set non_clock_inputs [all_inputs -no_clocks]
set_input_delay [expr $clk_period * $clk_io_pct] -clock clk0 $non_clock_inputs
set_output_delay [expr $clk_period * $clk_io_pct] -clock clk0 [all_outputs]
</file>
==> Slide: Implementation Results <==
Key Metrics from the Run

Setup path
  • Top cell by count, worst path: clkdlybuf4s50_1
  • CP Capture Type: primary output
  • CP Cell Sequence: clkdlybuf4s50_1 > nor3b_4 > mux2_2 > fa_1 > nor2b_1 > o21ai_1 > nand2b_1 > a311oi_1 > xor2_1 > o31ai_1 > clkdlybuf4s50_1
  • CP Data Arrival Time: 4430 ps
  • Slowest Stage Delay on Critical Path: between 500 and 600 ps
  • WP data required: 4960 ps
  • Crit-path max FO: 7
  • Crit path max-delay family: buffers and inverters
  • CP bufs+invs: 2
  • Crit. Startpoint: operation[0]
  • CP startpoint kind: input pin
  • CP max stage cell: clkdlybuf4s50_1
  • Setup Crit Path Kind: input pin to primary output

Synthesis
  • Simple share: 0.250
  • Cell count listed in synth_stat.txt: between 70 and 80
  • Xor-xnor portion of the synthesized cell area: 0.199
  • Yosys warning count: 3
  • Comb area leader: AND-OR/OR-AND gates
  • Yosys chip area: ~570 um2
  • Distinct cell type count after synthesis: 30
  • Complex Gates by Area: 0.252
  • Area share, top type: 0.177
  • Synth mux share: 0.0199
  • Post-synth seq share: 0
  • Synth area leader: ha_1
  • Synth Cell Area: 566 um2
  • Avg Cell Area, Syn: between 7 and 8 um2
  • Biggest area cells: ha_1 (18%), xnor2_1 (14%), nor2_1 (6.0%), inv_1 (5.3%), o22a_1 (4.6%)
  • Adder Share, Synth: 0.212
  • Cells after Synth: between 70 and 80

Final timing
  • Maximum clock rate: 177 MHz
  • Min cycle time layout: about 5700 ps
  • Slew HR: 0.768
  • Final Hold Viols: 0
  • Worst Tran Pin Value: ~350 ps
  • Max Slew Vio Count: 0
  • RSZ-0062 raised after global routing: no
  • Setup total negative slack: 0 ps
  • Setup-failing EPs final: 0
  • Period utilization: 0.914

Detailed routing
  • DRT antenna net count: 0
  • Post-route DRC: 0
  • DR vias/cell: roughly 4.0
  • WL/cell: ~11 um
  • First-pass DRT Iterations: 4
  • Starting DRT DRC Count: 18
  • DRT Wirelength: 1720 um
  • N_diodes: 0
  • Vias after detailed routing: a little over 600

Layout
  • Layout area overhead: 59.7%
  • Dominant logic cell types in the final layout: clkdlybuf4s50_1 (27), xnor2_1 (9), nor2_1 (9), inv_1 (8), ha_1 (8)
  • Top cell excl fill/tap: clkdlybuf4s50_1
  • Finished Cell Area: approximately 900 um2
  • Seq_cells: 0
  • Share of layout cells above drive strength 1: 0.0686
  • FF/Latch Area: 0 um2
  • CLK BUF: 0

Floorplan
  • Die ar.: 0.00672 mm2
  • Core area: around 0.0037 mm2
  • Init Core Util: 0.153
  • Die width: between 80 and 90 um
  • Die span in y: about 82 um
  • # rows: 22
  • Io pins: 28

Power and ir drop
  • Power Density: between 90 and 100 mW/mm2
  • Worst vdd ir: ~0.000044 V
  • Final Power: between 80 and 90 uW
  • P_leak: 0.000362 uW

Place
  • Detailed Place HPWL: between 1500 and 2000 um
  • PortBufs: 27
  • Gpl congestion: between 0.7 and 0.8
  • Dpl cell area: approximately 900 um2

Global route
  • Grt met3 use: 0.0154
  • Largest net degree at the start of global routing: 14
  • Vias in the first global route: 641
  • Total gr overflow: 0
  • Grt met1 use: 0.0660
  • Total Routing Usage GR: 0.0504
  • Initial antenna violation count: 0
  • Global-route wire length before repair: 2800 um
  • Busiest grt layer: met2
  • Met2 Resource Use GR: 0.0846

Hold path
  • Hold crit path type: input pin to primary output
  • HP Start: A[0]

Run status
  • Outcome: complete, no violations

Clocking
  • Cts hold-fix bufs: 0
  • Post-CTS Setup Inserts: 0
  • Post-cts resize count: 0

Job
  • MaxCap Viol Count: 0
  • Tool warnings: 33
## through the flow
step | instances | hold WS (ps) | worst slack [ps] | util
floorplan | 75 | 2580 | 1950 | -
global placement | 150 | 3530 | 579 | 0.245
detailed placement | 150 | 3540 | 533 | 0.245
CTS | 150 | 3540 | 533 | 0.245
global route | 150 | 3590 | 283 | 0.245
finish | 150 | 3530 | 534 | 0.245
## kinds of logic after synthesis
family / Yosys count
AND-OR/OR-AND: 20
XOR/XNOR: 12
adder cells (fa/ha/maj): 9
buffers and inverters: 10
multiplexers: 1
AND/OR/NAND/NOR: 23
## per-layer routing
metal  routed length, um  vias up  share of wire
li1                    -      323              -
met1                 810      263           0.47
met2                 784       21           0.46
met3                 121        0          0.071
met4                   0        0              0
met5                   0        -              0
## tightest hold or removal path, stage by stage
cell and delay [ps]:
clkdlybuf4s50_1 480, o22a_1 140, nor2_1 40, clkdlybuf4s50_1 400
## final cells by class
cell class	instances	area, um2
well taps	48	60.1
fillers	406	2790
repair buffers	29	285
multi-input cells	65	528
inverters	8	30.0
## worst paths after layout
kind | end | slack, ps | depth (start not counted)
worst max-delay path | alu_reg[6] | 530 | 11
worst min-delay path | alu_reg[0] | 3530 | 4
## Yosys cell counts, drive strengths merged, types with 2 or more instances
cell and number:
or4bb 2, inv 8, a31oi 5, xor2 2, ha 8, nand2 3, o31ai 2, clkbuf 2
o21ai 2, nor2 9, nor3 2, a21oi 4, xnor2 10, o22a 3, nor2b 2
## report_power, final
part           switching (uW)  internal, uW
Sequential                  0             0
Clock                       0             0
Combinational            36.1          49.7
Power figures rest on the tool's default switching activity, not on a simulated workload.
