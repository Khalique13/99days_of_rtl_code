==> ./design.v <==
module compare (A, B, lt, gt, eq);
	parameter word_size = 16;
	input [word_size-1 : 0] A, B;
	output reg lt, gt, eq;
	always @ (*)
		begin
			gt = 0; lt = 0; eq = 0;
			if (A > B) gt = 1;
			else if (A < B) lt = 1;
			else eq = 1;
		end
endmodule
==> ./run.sh <==
#!/bin/bash
# OpenROAD 26Q1-2900-gdf79404cd8, Yosys 0.63+post, stock flow scripts
make -C /OpenROAD-flow-scripts/flow DESIGN_CONFIG=/design/flow/config.mk WORK_HOME=/design/flow/orfs finish
==> ./config.mk <==
export PLATFORM = sky130hd
export DESIGN_NAME = compare
export DESIGN_NICKNAME = compare
export VERILOG_FILES = /design/flow/design.v
export SDC_FILE = /design/flow/constraint.sdc
export NUM_CORES = 4
export LEC_CHECK = 1
export CORE_AREA = 10 10 72 72
export DIE_AREA = 0 0 82 82
==> ./constraint.sdc <==
current_design compare

set clk_period 2.8
set clk_io_pct 0.2

create_clock -name clk0 -period $clk_period

set non_clock_inputs [all_inputs -no_clocks]
set_input_delay [expr $clk_period * $clk_io_pct] -clock clk0 $non_clock_inputs
set_output_delay [expr $clk_period * $clk_io_pct] -clock clk0 [all_outputs]
==> notes.org <==
#+TITLE: Physical design notes

** Outcome
- Run status :: completed

** Final layout
- The area growth from synthesis to layout is 131%.
- Storage cell area :: 0 um^2
- Number of cells in the finished layout apart from fillers :: 148
- There are 0 flip-flops and latches.
- Fillers :: 390
- The layout has 0 clock buffers.
- Per the final layout report, the fraction of cells sized above drive strength 1 comes to between 30% and 40%.
- Combinational Area :: about 560 um^2

** Power
- The analysis attributes to cell leakage a power of 0.500 nW.
- Pwr dens :: 134 nW/um^2
- The highest supply drop recorded on VDD is 0.0000444 V.

** Timing
- Highest attainable clock frequency :: 366 MHz
- Final period util :: 97.5%
- Headroom to the max-slew limit came out at between 70% and 80%.
- Hold timing on the final database bottoms out at a slack of 1.83 ns.
- Actual transition at the worst max-transition pin :: 0.316 ns
- Pins over their slew limit :: 0
- Worst setup slack after layout :: 0.0698 ns
- Clock period minus final worst setup slack :: roughly 2.7 ns
- Setup violators final :: 0
- Per the final timing report, the hold violations number 0.

** Floorplanning
- Die Ht :: 82 um
- Starting Density :: approximately an eighth
- Number of placement rows :: 22
- Width of the chip :: between 80 and 90 um
- During I/O placement, the number of pins put on the boundary was 35.
- CORE AREA :: 3690 um^2
- Die Outline Area :: around 6700 um^2

** Synthesis
- Mean post-synth cell area :: 7.38 um^2
- Of all cell types, the one taking the most synthesized area is sky130_fd_sc_hd__ha_1.
- Before any placement, the netlist area is recorded as 450 um^2.
- The area fraction of the largest cell type after synthesis is 44.4%.
- The area recorded from the Yosys report for this design is roughly 450 um^2.
- After technology mapping, the gate count stands at 61.
- Number of cells in Yosys stat :: 61
- The synthesis report lists the Yosys warning total as 1.
- Top post-synthesis cells by count :: sky130_fd_sc_hd__ha_1, sky130_fd_sc_hd__inv_1, sky130_fd_sc_hd__a21oi_1, sky130_fd_sc_hd__nand2_1, sky130_fd_sc_hd__o21ai_0
- By area the synthesized netlist is led by sky130_fd_sc_hd__ha_1, sky130_fd_sc_hd__inv_1, sky130_fd_sc_hd__a21oi_1.
- Sequential elements use 0% of the synthesized area.
- The netlist uses 16 different library cells.

** Placement
- Post-placement cell count :: 146
- For this run the detailed placement stage logged an HPWL of 1.36 mm.
- Count of input and output buffers :: 35
- Per the gpl log, the routability congestion estimate is between 0.8 and 0.9.
- Pre-CTS setup slack :: -0.525 ns

** Flow run
- The tool flagged a number of max-cap violations equal to 0.
- The logs give a warning total of 32.

** Detailed routing
- Detailed-router iteration count before antenna repair :: 3
- Count of unresolved DRC violations after routing :: 0
- Number of antenna cells inserted :: 0
- DRC marker count from the first detailed-route iteration :: 3
- Antenna-violating nets left :: 0
- The detailed router placed 554 vias in this run.
- Post-DR vias/cell :: 3.74
- Drt wl/cell :: around 12 um
- Total Routed Length :: approximately 1.7 mm

** Worst setup path
- STA classifies the critical path startpoint as an input port.
- Category of the worst setup path capture point :: output pin
- The required time at the worst endpoint is listed as 2.24 ns.
- Crit path kind :: in2out
- Max fanout on the critical path was recorded as 3.
- Data arrival time of the critical path :: 2.17 ns

** Global routing
- Pin count of the biggest net entering global routing :: 4
- Global-route wire length before repair :: approximately 2.6 mm
- Overall track demand over capacity in global routing :: 4.72%
- Number of antenna violations at the first check in global routing :: 0
- The global route stage reports its total congestion overflow as 0.
- The number of global-route vias before repair came to 567.

** Clock tree
- For this design, the CTS-stage hold fixing added 0 buffers.

** Hold path
- Note that the worst hold path type here is in2out.
[layout make-up]
cell class,instances,share of cell area [%]
inverters,16,5.76
multi-input cells,45,53.3
well taps,48,5.76
repair buffers,39,35.2
[stage by stage]
step / util (%) / total power (W) / instance area (um^2) / TNS, ns
global route: 28.3 / 0.000156 / 1040 / -0.0112
global placement: 23.7 / 0.000111 / 876 / -1.41
CTS: 27.3 / 0.000135 / 1010 / 0
finish: 28.3 / 0.000139 / 1040 / 0
floorplan: - / 0.0000465 / 450 / 0
detailed placement: 23.7 / 0.000112 / 876 / -1.48
[power breakdown]
| part | switching [W] | leakage [nW] | internal [W] | total [W] |
|---|---|---|---|---|
| logic | 0.0000572 | 0.500 | 0.0000821 | 0.000139 |
| registers | 0 | 0 | 0 | 0 |
| clock network | 0 | 0 | 0 | 0 |
| total | 0.0000572 | 0.500 | 0.0000821 | 0.000139 |
[per-layer routing]
metal	part of all wire, %	up-vias	GRT usage, %	wire length, um
met3	13	0	2.31	218
li1	-	292	-	-
met5	0	-	0	0
met4	0	0	0	0
met1	44	241	6.07	760
met2	43	21	7.45	747
[worst max-delay path, cell delays in order]
cell                            delay (ns)
sky130_fd_sc_hd__dlygate4sd2_1        0.21
sky130_fd_sc_hd__inv_2                0.04
sky130_fd_sc_hd__ha_4                 0.27
sky130_fd_sc_hd__nand4_4              0.11
sky130_fd_sc_hd__nor4_4               0.31
sky130_fd_sc_hd__a21bo_1              0.26
sky130_fd_sc_hd__buf_6                0.12
sky130_fd_sc_hd__a31oi_4              0.16
sky130_fd_sc_hd__buf_2                0.12
[path summary, 6_finish.rpt]
| kind | start | end | depth (start not counted) |
|---|---|---|---|
| worst max-delay path | B[14] | gt | 9 |
| worst min-delay path | A[6] | eq | 7 |
[cells in the final DEF, fill, tap and decap left out, drive strengths merged]
| master | n |
|---|---|
| and4 | 1 |
| and3 | 1 |
| nand2 | 4 |
| a31oi | 2 |
| nand2b | 1 |
| and2 | 1 |
| nor4 | 1 |
| dlygate4sd2 | 18 |
| a21bo | 1 |
| ha | 16 |
| o21ai | 4 |
| inv | 16 |
| buf | 6 |
| dlymetal6s2s | 6 |
| nand4 | 3 |
| clkdlybuf4s50 | 8 |
| nor2b | 1 |
| a21oi | 8 |
| clkdlybuf4s15 | 1 |
| nor2 | 1 |
[timing repair]
item                                    in CTS  in global routing
pin swaps                                   16                  4
endpoints found under the setup margin       3                  3
endpoints found under the hold margin        0                  0
resized                                     50                  9
buffers inserted                             2                  0
[logic make-up (layout without fill, tap and decap cells)]
group                      count (synthesis)  in the layout  synth area share (%)
and+or+nand+nor                           14             14                  23.9
adders and majority gates                 16             16                  44.4
AOI/OAI and AO/OA                         15             15                  18.3
buffers and inverters                     16             55                  13.3
Power is estimated from default activity; no workload was simulated.
